==> config.mk <==
export PLATFORM = sky130hd
export DESIGN_NAME = display_timings
export DESIGN_NICKNAME = display_timings
export VERILOG_FILES = /design/flow/design.v
export SDC_FILE = /design/flow/constraint.sdc
export NUM_CORES = 4
export LEC_CHECK = 1
export CORE_UTILIZATION = 30
==> constraint.sdc <==
current_design display_timings

set clk_period 3.9
set clk_io_pct 0.2

create_clock -name clk0 -period $clk_period [get_ports {i_pix_clk}]

set non_clock_inputs [all_inputs -no_clocks]
set_input_delay [expr $clk_period * $clk_io_pct] -clock clk0 $non_clock_inputs
set_output_delay [expr $clk_period * $clk_io_pct] -clock clk0 [all_outputs]
==> design.v <==
`timescale 1ns / 1ps
`default_nettype none
module display_timings #(
    H_RES=800,                       
    V_RES=600,                       
    H_FP=40,                         
    H_SYNC=128,                       
    H_BP=88,                         
    V_FP=1,                         
    V_SYNC=4,                        
    V_BP=23,                         
    H_POL=1,                         
    V_POL=1                          
    )
    (
    input  wire i_pix_clk,           
    input  wire i_rst,               
    output wire o_hs,                
    output wire o_vs,                
    output wire o_de,                
    output wire o_frame,             
    output reg signed [15:0] o_sx,   
    output reg signed [15:0] o_sy    
    );
    localparam signed H_STA  = 0 - H_FP - H_SYNC - H_BP;     
    localparam signed HS_STA = H_STA + H_FP;                 
    localparam signed HS_END = HS_STA + H_SYNC;              
    localparam signed HA_STA = 0;                            
    localparam signed HA_END = H_RES - 1;                    
    localparam signed V_STA  = 0 - V_FP - V_SYNC - V_BP;     
    localparam signed VS_STA = V_STA + V_FP;                 
    localparam signed VS_END = VS_STA + V_SYNC;              
    localparam signed VA_STA = 0;                            
    localparam signed VA_END = V_RES - 1;                    
    assign o_hs = H_POL ? (o_sx > HS_STA && o_sx <= HS_END)
        : ~(o_sx > HS_STA && o_sx <= HS_END);
    assign o_vs = V_POL ? (o_sy > VS_STA && o_sy <= VS_END)
        : ~(o_sy > VS_STA && o_sy <= VS_END);
    assign o_de = (o_sx >= 0 && o_sy >= 0);
    assign o_frame = (o_sy == V_STA && o_sx == H_STA);
    always @ (posedge i_pix_clk)
    begin
        if (i_rst)   
        begin
            o_sx <= H_STA;
            o_sy <= V_STA;
        end
        else
        begin
            if (o_sx == HA_END)   
            begin
                o_sx <= H_STA;
                if (o_sy == VA_END)   
                    o_sy <= V_STA;
                else
                    o_sy <= o_sy + 16'sh1;
            end
            else
                o_sx <= o_sx + 16'sh1;
        end
    end
endmodule
==> run.sh <==
#!/bin/bash
# OpenROAD 26Q1-2900-gdf79404cd8, Yosys 0.63+post, stock flow scripts
make -C /OpenROAD-flow-scripts/flow DESIGN_CONFIG=/design/flow/config.mk WORK_HOME=/design/flow/orfs finish
==> results_slide.txt <==
Implementation Results

Global route
  – Routing usage on met3: 2.80%
  – Most used routing layer: met1
  – Largest net degree at the start of global routing: 17
  – Vias in the first global route: 1490
  – Initial antenna violation count: 0
  – Met2 usage: 22.6%
  – GRT Residual Overflow: 0
  – Total track usage: 15.0%
  – Global-route wire length before repair: 7360 µm
  – M1 GR Usage: 22.8%

Timing
  – Endpoints failing hold: 0
  – RSZ-0062 raised after global routing: no
  – Worst rel slew slack: 45.7%
  – Worst slew pin tran: 0.807 ns
  – Final setup vio count: 0
  – Final worst path period need: 2.97 ns
  – Post-layout period usage: 76.2%
  – FMAX: 0.336 GHz
  – Max-slew violation count: 0
  – Layout Skew: 0.00384 ns
  – Fin Hold WS: 0.504 ns
  – Final worst slack: 0.928 ns
  – Setup TNS: 0 ns

Setup path
  – Critical path data arrival time: 2.19 ns
  – CP required: 3.12 ns
  – CP max FO: 8
  – Reg2reg path depth: 6
  – Crit Path Category: register to output pin
  – Crit end category: output pin
  – Startpoint Class: register

Power
  – Switch share: 21.0%
  – Switching pwr: 142 µW
  – Sequential power share: 49.3%
  – PnR Total Power: 676 µW
  – PD cells: 294 mW/mm²
  – Leakage: 0.874 nW
  – Clk network pwr share: 46.2%
  – Peak supply drop: 0.000139 V
  – Pint: 535 µW
  – Logic pwr share: 4.5%

Clock network
  – Resized Gates After CTS: 0
  – Clock Tree Root: clkbuf_8
  – Hold buffers post-CTS: 0
  – TritonCTS clock tree: done
  – # clock sinks: 32
  – Clock latency (worst-skew pair): 0.28 ns
  – Post-CTS Setup Inserts: 0
  – CTS Buf Count: 5
  – Worst-case clock buffer depth: 2
  – CTS clk-pin slew, worst paths: 0.07 ns
  – Number of H-tree levels: 2

Route
  – WL/cell: 13.9 µm
  – DRT iter0 DRCs: 75
  – Antenna Diode Count: 0
  – Routed vias: 1714
  – Post-route ant nets: 0
  – Total wire length: 4500 µm
  – Pre-antenna DRT Iters: 4
  – DRC Markers: 0
  – Vias/cell: 5.29

Yosys
  – Most common cell in the netlist: dfxtp_1
  – Synth flops: 32
  – Synthesis area per yosys: 0.00178 mm²
  – Sequential cell area fraction in the yosys report: 36.0%
  – Synth Flop Type: dfxtp_1
  – Cells after Synth: 218
  – Top-area cell share: 36.0%
  – Synth cell count leaders: 32 x dfxtp_1, 20 x a21oi_1, 20 x nor2_1
  – Synth area leader: dfxtp_1
  – Cells in synth_stat.txt: 218
  – Ys async rst share: 0%
  – Synth unique cells: 46
  – Mapped cell area: 0.00178 mm²
  – Avg Synthesized Cell Area: 8.17 µm²
  – Yosys warnings: 1
  – EDFF count, synth: 0
  – Biggest area cells: dfxtp_1 36%, a21oi_1 5.6%, nor2_1 4.2%, nand2_1 3.6%, ha_1 3.5%

Placed design
  – Port bufs: 37
  – Dpl ws: 1.24 ns
  – Post-DP HPWL: 3230 µm
  – Routability cong.: 0.892

Floorplan
  – Core Area: 0.00561 mm²
  – Ports: 38
  – Die span in x: 79.1 µm
  – Die height: 79.1 µm
  – Die ar.: 0.00625 mm²
  – FP Core Util: 31.8%
  – Row count: 27

Hold path
  – Type of the most critical hold path: register to register
  – Worst Hold Depth: 1

Run
  – Tool warnings: 28
  – Max Cap Violations: 0

Cells and area
  – P&R area growth vs syn: 28.9%
  – Share of cells above drive strength 1: 5.95%
  – Final core occ: 41.0%

Run status
  – Outcome: complete, no violations
-- kinds of logic after synthesis --
logic type	synth area share [%]
adder cells (fa/ha/maj)	3.51
buffers and inverters	4.42
flip-flops	36.0
XOR/XNOR	4.92
AND-OR/OR-AND	19.5
AND/OR/NAND/NOR	31.7
-- sequential cells by signal, summed over array words and instances, names as in the netlist --
name / cells
o_sx: 16
o_sy: 16
-- metal layers --
layer | routed length [µm] | share of wire [%] | vias to the layer above
li1 | - | - | 866
met1 | 2210 | 49 | 796
met2 | 1990 | 44 | 45
met3 | 205 | 4.6 | 7
met4 | 93 | 2.1 | 0
met5 | 0 | 0 | -
-- final timing paths --
| kind | to | start | slack (ns) |
|---|---|---|---|
| worst max register to register | o_sy[13] | o_sy[0] | 1.48 |
| worst min register to register | o_sx[0] | o_sx[0] | 0.50 |
| worst min-delay path | o_sx[0] | o_sx[0] | 0.50 |
| worst max-delay path | o_frame | o_sy[6] | 0.93 |
-- cell type report --
cell class              instances  area [µm²]
repair buffers                 37         370
inverters                       7        26.3
clock buffers                   6        72.6
well taps                      72        90.1
fillers                       591        3310
flip-flops and latches         32         641
multi-input cells             168        1060
clock inverters                 2        35.0
-- cells in the final DEF (no fill, tap or decap), types with 6 or more instances in the layout --
cell type	Yosys	layout
a21oi_1	20	20
dfxtp_1	32	32
clkdlybuf4s50_1	0	37
nor4_1	7	7
o21ai_0	12	12
inv_1	7	7
and3_1	6	6
nand2_1	17	17
nand3_1	9	9
nand4_1	10	10
nor2_1	20	20
-- per-stage QoR --
step / cells / instance area (µm²)
3_3_place_gp: 316 / 2190
2_1_floorplan: 218 / 1780
6_report: 324 / 2300
4_1_cts: 324 / 2300
5_1_grt: 324 / 2300
3_5_place_dp: 316 / 2190
-- worst max-delay path, stage by stage, from the launching register on --
cell and delay (ns):
dfxtp_1 0.45, nand3_1 0.24, nor4_1 0.52, nand3_1 0.13, nor2_1 0.11, clkdlybuf4s50_1 0.46
-- power groups by stage --
| stage | combinational, mW | sequential, mW | clock, mW |
|---|---|---|---|
| after CTS | 0.0304 | 0.334 | 0.319 |
| after global routing | 0.0340 | 0.334 | 0.339 |
| final | 0.0305 | 0.334 | 0.312 |
No activity file was given, so power comes from the tool's default toggle rates.
